$ cat ./design.v
module fixpmul
(
    input signed [31 : 0] a,
    input signed [31 : 0] b, 
    output signed [31 : 0] o
);
 wire signed [63 : 0] long;
    assign long = a * b; 
    assign o = long >>> 16; 
endmodule
module pe(
  input wire [31:0]in,
  inout clk,
  input rst,
  input wire [31:0]a1,
  input wire [31:0]a2,
  input wire [31:0]b1,
  input wire [31:0]b2,
  output wire [31:0]out);
  reg [31:0]reg1;
  reg [31:0]reg2;
  wire [31:0]in_1;
   wire [31:0] out1;
  wire [31:0] out2;
  wire [31:0] out3; 
  wire [31:0] out4;
always@(posedge clk or negedge rst) 
  if(!rst)
    begin reg1<=0;reg2<=0;  
    end
  else
        begin 
    reg1<=in-in_1; reg2<=reg1;
        end
assign in_1=out1+out2;
assign out=in-in_1+out3+out4; 
fixpmul fixpmul_1(.a(a2),.b(reg2),.o(out1));
fixpmul fixpmul_2(.a(a1),.b(reg1),.o(out2));
fixpmul fixpmul_3(.a(b1),.b(reg1),.o(out3));
fixpmul fixpmul_4(.a(b2),.b(reg2),.o(out4));
endmodule
module A1(
  input clk,
  input rst,
  input wire [31:0]data, 
  output reg [31:0]result,
  output reg [15:0]ad, 
  output reg finish_flag);
  wire [31:0]out_1;wire[31:0] out_2;wire [31:0]out_3;wire [31:0]out_4;wire [31:0]out_5;wire [31:0]out_6;wire [31:0]out_7;
  reg [31:0]a1_0;reg [31:0]a1_1;reg [31:0]b1_1;reg [31:0]b1_2; 
  reg [31:0]a2_0;reg [31:0]a2_1;reg [31:0]b2_1;reg [31:0]b2_2; 
  reg [31:0]a3_0;reg [31:0]a3_1;reg [31:0]b3_1;reg [31:0]b3_2;
  reg [31:0]a4_0;reg [31:0]a4_1;reg [31:0]b4_1;reg [31:0]b4_2;
  reg [31:0]a5_0;reg [31:0]a5_1;reg [31:0]b5_1;reg [31:0]b5_2;
  reg [31:0]a6_0;reg [31:0]a6_1;reg [31:0]b6_1;reg [31:0]b6_2;
  reg [31:0]a7_0;reg [31:0]a7_1;reg [31:0]b7_1;reg [31:0]b7_2;
  reg [31:0]a8_0;reg [31:0]a8_1;reg [31:0]b8_1;reg [31:0]b8_2;
  wire [31:0]out;
  wire [31:0] out_0;
  reg [31:0]gm;
   reg [31:0]ppl_0; 
  reg [31:0]ppl_1; 
  reg [31:0]ppl_4;
  pe pe1(.in(ppl_1),.a1(a1_0),.a2(a1_1),.b1(b1_1),.b2(b1_2),.out(out_1),.clk(clk),.rst(rst));
  pe pe2(.in(out_1),.a1(a2_0),.a2(a2_1),.b1(b2_1),.b2(b2_2),.out(out_2),.clk(clk),.rst(rst));
  pe pe3(.in(out_2),.a1(a3_0),.a2(a3_1),.b1(b3_1),.b2(b3_2),.out(out_3),.clk(clk),.rst(rst));
  pe pe4(.in(out_3),.a1(a4_0),.a2(a4_1),.b1(b4_1),.b2(b4_2),.out(out_4),.clk(clk),.rst(rst));
  pe pe5(.in(ppl_4),.a1(a5_0),.a2(a5_1),.b1(b5_1),.b2(b5_2),.out(out_5),.clk(clk),.rst(rst));
  pe pe6(.in(out_5),.a1(a6_0),.a2(a6_1),.b1(b6_1),.b2(b6_2),.out(out_6),.clk(clk),.rst(rst));
  pe pe7(.in(out_6),.a1(a7_0),.a2(a7_1),.b1(b7_1),.b2(b7_2),.out(out_7),.clk(clk),.rst(rst));
  pe pe8(.in(out_7),.a1(a8_0),.a2(a8_1),.b1(b8_1),.b2(b8_2),.out(out),.clk(clk),.rst(rst));
  fixpmul fixpmul_10(.a(ppl_0),.b(gm),.o(out_0)); 
  always@(posedge clk or negedge rst)
  if(!rst)  
  begin 
    a1_0=32'h00001500;a1_1=32'h00003a00;b1_1=32'h00000000;b1_2=32'hfffe45ff;
    a2_0=32'h00000000;a2_1=32'hffff6cff;b2_1=32'h00000000;b2_2=32'hffff6cff;
    a3_0=32'h00006400;a3_1=32'h00005700;b3_1=32'h00024500;b3_2=32'h00015600;
    a4_0=32'hffff54ff;a4_1=32'h00006300;b4_1=32'hfffdbbff;b4_2=32'h00015600;
    a5_0=32'h0000a600;a5_1=32'h00008e00;b5_1=32'h0001f500;b5_2=32'h00010000;
    a6_0=32'hffff15ff;a6_1=32'h00009600;b6_1=32'hfffe0bff;b6_2=32'h00010000;
    a7_0=32'h0000da00;a7_1=32'h0000d300;b7_1=32'h0001b300;b7_2=32'h0000c000;
    a8_0=32'hfffedcff;a8_1=32'h0000d800;b8_1=32'hfffe4dff;b8_2=32'h0000c000; 
    gm=32'h000000c0;
    result<=0;
    ad<=0;
    finish_flag<=0;
    ppl_0<=0;
    ppl_1<=0;
    ppl_4<=0;
  end
  else  begin
    result<=out;
    ppl_0<=data;
    ppl_1<=out_0;
    ppl_4<=out_4;
    ad<=ad+1;
    if(ad==10003) 
      finish_flag<=1;
  end
endmodule
$ cat ./run.sh
#!/bin/bash
# OpenROAD 26Q1-2900-gdf79404cd8, Yosys 0.63+post, stock flow scripts
make -C /OpenROAD-flow-scripts/flow DESIGN_CONFIG=/design/flow/config.mk WORK_HOME=/design/flow/orfs finish
$ cat ./config.mk
export PLATFORM = sky130hd
export DESIGN_NAME = A1
export DESIGN_NICKNAME = A1
export VERILOG_FILES = /design/flow/design.v
export SDC_FILE = /design/flow/constraint.sdc
export NUM_CORES = 4
export LEC_CHECK = 1
export CORE_UTILIZATION = 50
$ cat ./constraint.sdc
current_design A1

set clk_period 20.7
set clk_io_pct 0.2

create_clock -name clk0 -period $clk_period [get_ports {clk}]

set non_clock_inputs [all_inputs -no_clocks]
set_input_delay [expr $clk_period * $clk_io_pct] -clock clk0 $non_clock_inputs
set_output_delay [expr $clk_period * $clk_io_pct] -clock clk0 [all_outputs]
==> run summary <==
Flow results follow.

Yosys attributes the largest share of cell area to sky130_fd_sc_hd__fa_1 (40%), sky130_fd_sc_hd__ha_1 (22%), sky130_fd_sc_hd__inv_1 (12%), sky130_fd_sc_hd__dfrtp_1 (8.5%), sky130_fd_sc_hd__xnor2_1 (3.2%). The count of buffers inserted at the top-level ports is 82. The number of design rule violations left after detail routing is 0.

The tree is rooted in a sky130_fd_sc_hd__clkbuf_16. The pin count of the biggest net entering global routing is 56. The largest total area in the synthesized netlist belongs to sky130_fd_sc_hd__fa_1. Counting endpoints that fail hold in the final report gives 0. The number of hold buffers added after CTS was 0. The number of fill cells in the layout is 34110.

Per the skew report, the later register of the worst-skew pair sees a clock latency of 0.92 ns. In this run the vertical extent of the chip is 621.9 um. The number of DRC markers after the initial detailed-route iteration is 5566.

The gate-level netlist out of Yosys references 92 unique cell types. The category of the critical setup timing path is reg -> reg. The area share of the leading cell type in the synthesized netlist is 40.42%. The count of yosys warnings during synthesis is 2. The post-synth register bit count is 650.

Setup total negative slack on the finished layout was measured at 0 ns. Setup repair after global routing left no endpoint under its margin.

The worst-case reg-to-reg setup slack stands at 2.36 ns. The floorplan step set the die width to 621.9 um. The number of max-capacitance violations reported is 0. The final setup violation count is 0. In the synthesized netlist the dominant register cell turns out to be sky130_fd_sc_hd__dfrtp_1. Looking at the max-slew report, the worst-margin pin has a slew of 1.198 ns. The number of search-and-repair iterations in the first detailed-routing pass is 6. The report lists the number of standard-cell rows as 227. The total clock buffers created by CTS is 110. The type of the worst min-delay path is reg -> reg.

The pre-placement core utilization is 50.26%. Timing analysis after detailed placement gives a worst setup slack of 2.558 ns. The fmax is 54.53 MHz. The share of post-route cells with drive strength above 1 is 2.396%. The post-synthesis instance area is 192200 um^2. The synthesized area divided by synthesized cell count is 10.04 um^2.

The placed instances occupy a cell area of 200200 um^2. STA classifies the critical path endpoint as a register. The run finished with clean final reports. The maximum buffer depth of the clock tree is 4. The number of enable-type register cells in the synthesized netlist is 0.

The script logs the ratio of routed vias to standard cells as 4.916. The buffers inserted during post-CTS setup optimization is 0. The remaining max-slew budget at the tightest pin is 19.30%. The worst clock skew on the final layout is 0.07460 ns. The part of the cycle the worst path needs is 88.59%.

According to the floorplan report, the placeable core area is 382300 um^2. The total half-perimeter wirelength after legalization and detailed placement is 424400 um. By instance count, the cell type seen most on the critical path is sky130_fd_sc_hd__fa_1. The synthesis report gives the async set-or-reset register share as 100.0%. The slowest stage cell on the critical path is sky130_fd_sc_hd__o311ai_0.

The most frequent cell after synthesis is sky130_fd_sc_hd__inv_1. The H-tree depth is 3. On the worst setup and hold paths after CTS, the clock-pin slew comes to 0.06 ns.

The leftover overflow at the end of global routing is 0. The chip occupies 386800 um^2. Per STA, the highest per-stage delay on the worst path measures 0.75 ns. The kind of launch point of the worst setup path is a register. The setup slack after layout is 2.362 ns. For this run, the chip area from Yosys synthesis comes to 192200 um^2.

The finished cells cover 204000 um^2. Sequential elements use 8.465% of the synthesized area. In the final report, the number of pins over their slew limit comes to 0.

The cell count in the Yosys report is 19140. The first global-routing pass estimated 763400 um of wire. TritonCTS built the clock tree.

The tally of OpenROAD warnings is 231. The wire length recorded after detailed routing is 471300 um. After synthesis, the most frequently instantiated cells are sky130_fd_sc_hd__inv_1 (5914), sky130_fd_sc_hd__fa_1 (3880), sky130_fd_sc_hd__ha_1 (3389), sky130_fd_sc_hd__xnor2_1 (711), sky130_fd_sc_hd__nor2_1 (704). The report lists the number of cells resized after CTS as 0. The via count is 120800. The clock period minus final worst setup slack is 18.34 ns.

The number of sinks driven by the clock tree is 650. The synthesized instance count is 19140. At the end of the flow the core is filled with cells to 53.37%.

The number of antenna violations at the first check in global routing was 3. The via count of the first global-routing pass is 129300. The count of nets left with antenna violations once routing finished came out at 0. The critical path maximum fanout is 7. 83 I/O pins were placed. The average wire length per cell after detail routing is 19.18 um. Per the gpl log, the routability congestion estimate is 1.001.

The signal arrival time at the worst endpoint is 19.08 ns. The flow measured a signed area growth from synthesis to layout of 6.179%. The critical path required time is 21.44 ns. The overall fraction of global-route tracks in use is 27.84%.
==> per-layer routing <==
metal	routed length, um	vias up	track usage [%]
met4	3974	18	1.738
met5	798	-	1.840
met2	158400	4089	30.56
li1	-	59290	-
met3	71620	237	17.07
met1	236500	57160	49.99
==> worst paths after layout <==
check	start	to	depth (start not counted)
setup / recovery	pe6.reg1[8]$_DFF_PN0_	result[31]$_DFF_PN0_	71
hold / removal	pe2.reg1[6]$_DFF_PN0_	pe2.reg2[6]$_DFF_PN0_	0
setup reg to reg	pe6.reg1[8]$_DFF_PN0_	result[31]$_DFF_PN0_	71
hold reg to reg	pe2.reg1[6]$_DFF_PN0_	pe2.reg2[6]$_DFF_PN0_	0
max in group asynchronous	rst	result[23]$_DFF_PN0_	6
min in group asynchronous	rst	pe1.reg1[30]$_DFF_PN0_	1
==> cell usage in the layout (no fill, tap or decap), drive strengths merged, types with 15 or more instances in the layout <==
master | Yosys | final
nand3 | 133 | 133
nor3 | 215 | 215
nand2 | 347 | 347
o2111ai | 18 | 18
a21o | 279 | 279
a211oi | 71 | 71
nand2b | 113 | 113
xor2 | 408 | 408
or2 | 99 | 99
o21ai | 368 | 368
inv | 5914 | 5920
a31o | 19 | 19
or3 | 51 | 51
xnor2 | 713 | 713
nor4 | 15 | 15
ha | 3389 | 3389
a21boi | 39 | 39
o211ai | 31 | 31
dfrtp | 650 | 650
nor2b | 199 | 199
mux2i | 15 | 15
o21a | 216 | 216
o31ai | 29 | 29
o31a | 22 | 22
clkdlybuf4s50 | 0 | 81
and3 | 72 | 72
a21oi | 602 | 602
nand4 | 69 | 69
fa | 3880 | 3880
and4 | 15 | 15
a31oi | 59 | 59
and2 | 62 | 62
o21bai | 92 | 92
clkinv | 1 | 26
nor2 | 704 | 704
clkbuf | 10 | 139
bufinv | 0 | 15
buf | 5 | 131
==> final cells by class <==
cell class                      instances  area [um^2]  share of cell area, %
Antenna cell                            3        7.507               0.003679
Clock buffer                          139         3042                  1.491
Clock inverter                         57        769.5                 0.3771
Inverter                             5915        22200                  10.88
Multi-Input combinational cell      12560       153600                  75.30
Sequential cell                       650        16270                  7.975
Tap cell                             5038         6304                  3.090
Timing Repair Buffer                  212         1802                 0.8831
==> stage by stage <==
stage / hold slack [ns] / std cells
6_report: 0.3022 / 24570
4_1_cts: 0.2889 / 24570
5_1_grt: 0.3127 / 24570
2_1_floorplan: 0.3312 / 19140
3_5_place_dp: 0.3347 / 24370
3_3_place_gp: 0.3314 / 24370
==> cell families (layout without fill, tap and decap cells) <==
| family | Yosys count | in the layout | share of synthesized area [%] |
|---|---|---|---|
| muxes | 22 | 22 | 0.1192 |
| other | 0 | 3 | 0 |
| DFF | 650 | 650 | 8.465 |
| xor gates and xnor gates | 1126 | 1126 | 5.177 |
| adders and majority gates | 7269 | 7269 | 62.49 |
| buffers and inverters | 5930 | 6323 | 11.58 |
| and+or+nand+nor | 2138 | 2138 | 5.431 |
| AOI/OAI and AO/OA | 2001 | 2001 | 6.735 |
==> critical path, delay by kind of cell (launching register included) <==
family	cells	cell delay (ns)
and+or+nand+nor	8	1.16
DFF	1	0.58
buffers and inverters	11	0.94
adders and majority gates	18	8.01
muxes	1	0.26
xor gates and xnor gates	7	1.43
AOI/OAI and AO/OA	26	5.80
